==> design/flow/design.v <==
`timescale 1ns / 1ps
module evm(clk,voter_switch,PB,voting_en,opled,invalid,dout);
input voting_en,PB,clk; 
input [2:0]voter_switch;
output [6:0]dout; 
output reg [2:0]opled; 
output reg invalid; 
reg [6:0]cnt_reg1=0; 
reg [6:0]cnt_nxt1=0; 
reg [6:0]cnt_reg2=0; 
reg [6:0]cnt_nxt2=0; 
reg [6:0]cnt_reg3=0; 
reg [6:0]cnt_nxt3=0; 
reg PB_reg1;  
reg PB_reg2;  
reg [15:0] PB_cnt;
reg PB_state;
always@(posedge PB)
 if(voter_switch == 3'b001 && voting_en == 1'b1)
 begin
 cnt_reg1 <= cnt_nxt1;
 end
always@(*)
 begin
 cnt_nxt1 = cnt_reg1 + 1;
 end
always@(posedge PB)
 if(voter_switch == 3'b010 && voting_en == 1'b1)
 begin
 cnt_reg2 <= cnt_nxt2;
 end
always@(*)
 begin
 cnt_nxt2 = cnt_reg2 + 1;
 end
always@(posedge PB)
 if(voter_switch == 3'b100 && voting_en == 1'b1)
 begin
 cnt_reg3 <= cnt_nxt3;
 end
always@(*)
 begin
 cnt_nxt3 = cnt_reg3 + 1;
 end
assign dout = cnt_reg1 + cnt_reg2 + cnt_reg3;
always@(*)
if(voting_en)  
 case(voter_switch)
  3'b100 : begin
     opled = 3'b100;
     invalid = 1'b0;
     end
  3'b010 : begin
     opled = 3'b010;
     invalid = 1'b0;
     end
  3'b001 : begin
     opled = 3'b001; 
     invalid = 1'b0;
     end
  3'b011 : begin
     opled = 3'b000;
     invalid = 1'b1;
     end
  3'b110 : begin
     opled = 3'b000;
     invalid = 1'b1;
     end
  3'b101 : begin
     opled = 3'b000;
     invalid = 1'b1;
     end
  3'b111 : begin
     opled = 3'b000;
     invalid = 1'b1;
     end
  3'b000 : begin
     opled = 3'b000;
     invalid = 1'b0;
     end
  default : begin
      opled = 3'b000;
      invalid = 1'b0;
      end
 endcase
endmodule
==> design/flow/run.sh <==
#!/bin/bash
# OpenROAD 26Q1-2900-gdf79404cd8, Yosys 0.63+post, stock flow scripts
make -C /OpenROAD-flow-scripts/flow DESIGN_CONFIG=/design/flow/config.mk WORK_HOME=/design/flow/orfs finish
==> design/flow/config.mk <==
export PLATFORM = sky130hd
export DESIGN_NAME = evm
export DESIGN_NICKNAME = evm
export VERILOG_FILES = /design/flow/design.v
export SDC_FILE = /design/flow/constraint.sdc
export NUM_CORES = 4
export LEC_CHECK = 1
export CORE_AREA = 10 10 110 110
export DIE_AREA = 0 0 120 120
==> design/flow/constraint.sdc <==
current_design evm

set clk_period 6.8
set clk_io_pct 0.2

create_clock -name clk0 -period $clk_period [get_ports {PB}]

set non_clock_inputs [all_inputs -no_clocks]
set_input_delay [expr $clk_period * $clk_io_pct] -clock clk0 $non_clock_inputs
set_output_delay [expr $clk_period * $clk_io_pct] -clock clk0 [all_outputs]
==> flow_metrics.tcl <==
# place-and-route summary
set metrics [dict create \
    status "completed" \
    port_buffers 15 \
    pwr-share-seq_pct 57.4 \
    ys_sh_mux_pct 0 \
    rsz0062_at_grt "no" \
    layout_top_cells "edfxtp_1 (21), xnor2_1 (16), clkdlybuf4s50_1 (15)" \
    grt_pass1_vias 766 \
    cpPeakStageDelay_ns 0.57 \
    hold_path.class "reg2reg" \
    final_area_mm2 0.00171 \
    drt-initial-drc-count 49 \
    synth_area_mm2 0.00135 \
    antenna_found_initial 0 \
    syn_avg_cell_area_um2 12.9 \
    intPower_mw 0.206 \
    root_buffer "clkbuf_8" \
    grt_max_degree 12 \
    drt-pass1-iter-count 3 \
    fp_util_pct 13.8 \
    synth-xor-area-share_pct 14.2 \
    path_class "reg2out" \
    end_kind "output port" \
    io_pins 17 \
    setup_viol 0 \
    drv_cap 0 \
    synth_cells 105 \
    drt-wirelength-per-cell_um 9.14 \
    period_used_pct 61.9 \
    placedInstanceArea_mm2 0.00167 \
    htree_levels 1 \
    hold_viol 0 \
    crit_chain "fa_1, ha_1, inv_1, fa_1, inv_1, a21o_1, a21oi_1, xnor2_1, clkdlybuf4s50_1" \
    grt_pass1_wl_mm 3.85 \
    yosys.area_share.simple_pct 9.34 \
    worstPathArrival_ns 2.85 \
    path_clk_slew_ns 0.07 \
    warnings 26 \
    antenna_cells 0 \
    met3_length_um 111 \
    power_mw 0.258 \
    clk_path_buf_depth 2 \
    worst_slew_pin_slew_ns 0.410 \
    synthToLayoutAreaGrowth_pct 26.7 \
    cp_slowest_cell "fa_1" \
    power_density_mw_per_mm2 150 \
    layout_top_cell "edfxtp_1" \
    cts_buffers 3 \
    yosysWarnings 1 \
    max_slew_margin_pct 72.7 \
    finalWirelength_mm 2.35 \
    clockPowerShare_pct 30.9 \
    cts_setup_buffers 0 \
    start_kind "flip-flop" \
    track_usage_pct 3.22 \
    via_per_inst 3.05 \
    routabilityCongestion 0.782 \
    placeableCoreArea_mm2 0.00977 \
    rows 36 \
    switching_share_pct 20.2 \
    cts_tree "done" \
    die_width_um 120 \
    ir_drop_mv 0.0515 \
    route.detailed.drc 0 \
    ant_nets 0 \
    ys.flops 25 \
    timing.final.max_slew_violations 0 \
    combPwrFrac_pct 11.8 \
    final_layout_size_suffix_gt1_share_pct 4.84 \
    tns_ns 0 \
    p_leak_nw 0.606 \
    untimed_endpoints 8 \
    ys_area_mm2 0.00135 \
    grt-ovfl-total 0 \
    place_hpwl_mm 1.89 \
    cp_max_fo 4 \
    worstSkewPairLatency_ns 0.25 \
    unclocked_regs 4 \
    vias 785 \
    required_ns 5.44 \
    synthAoiAreaFrac_pct 4.81 \
    clock.fmax_mhz 238 \
    period_needed_ns 4.21 \
    skew_ns 0.00336 \
    highest_layer "met4" \
    top_logic_kind "adder cells" \
    synth.distinct_cells 20 \
    die-area_mm2 0.0144 \
    ys_cells 105 \
    die_y_um 120 \
    cts_hold_buffers 0 \
    drt-met1-wl_mm 1.38 \
    switching_power_mw 0.0520 \
    post_cts_resized 0 \
    dr_wl_met2_um 793 \
    ys_sh_adder_pct 17.8 \
]
## cells by family after synthesis
group	after synthesis
AND-OR/OR-AND	9
flip-flops	21
buffers and inverters	10
adder cells (fa/ha/maj)	15
XOR/XNOR	22
AND/OR/NAND/NOR	24
latches	4
## power groups by stage
stage | clock [mW] | sequential, mW | combinational (mW)
after CTS | 0.0832 | 0.148 | 0.0310
final | 0.0796 | 0.148 | 0.0303
after global routing | 0.0865 | 0.148 | 0.0343
## critical path: cells and delay by family (launching register included)
family                     cells  cell delay [ns]
AOI/OAI and AO/OA              2             0.17
xor gates and xnor gates       1             0.15
adders and majority gates      3             1.18
buffers and inverters          3             0.63
DFF                            1             0.46
## metrics by stage
stage          setup WS, ns  hold WS (ns)  utilization [%]  std cells
6_report               2.59         0.615             17.5        257
5_1_grt                2.46         0.660             17.5        257
4_1_cts                2.58         0.621             17.5        257
3_5_place_dp           2.87         0.602             17.1        253
3_3_place_gp           2.90         0.586             17.1        253
2_1_floorplan          3.51         0.570                -        105
## final timing paths
| check | startpoint | to | slack (ns) | cells after the start |
|---|---|---|---|---|
| max | cnt_reg1[1]$_DFFE_PP_ | dout[5] | 2.59 | 9 |
| min | cnt_reg3[0]$_DFFE_PP_ | cnt_reg3[1]$_DFFE_PP_ | 0.61 | 1 |
| max reg2reg | cnt_reg3[1]$_DFFE_PP_ | cnt_reg3[6]$_DFFE_PP_ | 5.59 | 4 |
| min reg2reg | cnt_reg3[0]$_DFFE_PP_ | cnt_reg3[1]$_DFFE_PP_ | 0.61 | 1 |
## layer usage
| layer | vias up | GRT usage, % |
|---|---|---|
| met4 | 0 | 0.905 |
| met5 | - | 0 |
| met1 | 366 | 5.41 |
| li1 | 401 | - |
| met2 | 16 | 3.82 |
| met3 | 2 | 0.857 |
## layout make-up
type | instances | area (um2)
flip-flops and latches | 25 | 691
well taps | 133 | 166
inverters | 10 | 37.5
fillers | 1074 | 8060
multi-input cells | 70 | 624
clock buffers | 4 | 45.0
repair buffers | 15 | 150
## flip-flops by register name, summed over array words and instances, names as in the netlist
name	flops
cnt_reg1	7
cnt_reg2	7
cnt_reg3	7
invalid	1
opled	3
## cell usage after synthesis
| master | number | area, um2 |
|---|---|---|
| o21bai_1 | 1 | 7.51 |
| and2_1 | 3 | 18.8 |
| xor2_1 | 6 | 52.6 |
| edfxtp_1 | 21 | 631 |
| a21oi_1 | 3 | 15.0 |
| a21o_2 | 1 | 8.76 |
| a211oi_2 | 1 | 12.5 |
| nor2_1 | 4 | 15.0 |
| inv_1 | 10 | 37.5 |
| and3_1 | 3 | 18.8 |
| a21o_1 | 1 | 7.51 |
| nand3_1 | 11 | 55.1 |
| nor3b_1 | 2 | 15.0 |
| a21oi_2 | 1 | 8.76 |
| o21ai_1 | 1 | 5.00 |
| dlxtp_1 | 4 | 60.1 |
| ha_1 | 8 | 100 |
| xnor2_1 | 16 | 140 |
| fa_1 | 7 | 140 |
| nand2_1 | 1 | 3.75 |
Power and IR drop assume default switching activity.
